===== config.mk =====
export PLATFORM = sky130hd
export DESIGN_NAME = ram
export DESIGN_NICKNAME = ram
export VERILOG_FILES = /design/flow/design.v
export SDC_FILE = /design/flow/constraint.sdc
export NUM_CORES = 4
export LEC_CHECK = 1
export CORE_UTILIZATION = 50

===== constraint.sdc =====
current_design ram

set clk_period 30.2
set clk_io_pct 0.2

create_clock -name clk0 -period $clk_period [get_ports {clk}]

set non_clock_inputs [all_inputs -no_clocks]
set_input_delay [expr $clk_period * $clk_io_pct] -clock clk0 $non_clock_inputs
set_output_delay [expr $clk_period * $clk_io_pct] -clock clk0 [all_outputs]

===== design.v =====
module ram (din, addr, write_en, clk, dout);
    parameter addr_width = 9;
    parameter data_width = 8;
    input [addr_width-1:0] addr;
    input [data_width-1:0] din;
    input write_en, clk;
    output reg [data_width-1:0] dout;
    reg [data_width-1:0] mem [(1<<addr_width)-1:0];
    always @(posedge clk) begin 
        if(write_en)
            mem[(addr)] <= din;
        else
            dout = mem[addr]; 
    end
endmodule

===== run.sh =====
#!/bin/bash
# OpenROAD 26Q1-2900-gdf79404cd8, Yosys 0.63+post, stock flow scripts
make -C /OpenROAD-flow-scripts/flow DESIGN_CONFIG=/design/flow/config.mk WORK_HOME=/design/flow/orfs finish

==> flow_summary.json <==
{
  "io_buffers": 26,
  "die-width_um": 565,
  "cpPeakStageDelay_ns": 0.78,
  "status": "finished with violations",
  "edf_count": 4104,
  "synth_stat.cells": 7659,
  "synth.top_cell.area_share_pct": 77.7,
  "area_delta_synth_final_pct": 12.6,
  "clock-sinks": 4104,
  "warnings": 35,
  "postSynthAreaPerCell_um2": 20.7,
  "drtIter0Drc": 5696,
  "post_cts_buffers": 0,
  "routed_via_density": 6.35,
  "hold_path.class": "flop to flop",
  "cts_buffers": 419,
  "grt_pass1_vias": 86494,
  "fin_crit_sh_pct": 40.4,
  "die_area_mm2": 0.320,
  "grtUsageTotal_pct": 32.5,
  "cp.arrival_ns": 12.84,
  "dr.max_layer_used": "met5",
  "h-tree-depth": 5,
  "timing.setup.tns_ns": 0,
  "clock_latency_ns": 1.00,
  "cts_hold_buffers": 0,
  "routedWlPerCell_um": 35.9,
  "timing.critical_path.mode_cell": "buf_4",
  "worstPathMaxFanout": 59,
  "yosys-top-cells-count": "edfxtp_1, mux4_2, nor2_1",
  "overflow": 0,
  "worstSetupPathType": "input port to flop",
  "start_kind": "input port",
  "final_max_slew_viol_count": 2,
  "dp_hpwl_um": 286000,
  "design.core.area_mm2": 0.315,
  "setup_violations": 0,
  "grt_max_degree": 131,
  "top_area_cell": "edfxtp_1",
  "grt_pass1_wl_um": 635000,
  "ys_seq_elements": 4104,
  "end_kind": "flop",
  "powerDensity_mw_per_mm2": 66.6,
  "drive_above_1_share_pct": 22.1,
  "rows": 206,
  "finClkSkew_ns": 0.0833,
  "most_common_cell": "edfxtp_1",
  "root_buffer": "clkbuf_16",
  "io_pins": 27,
  "cts_resized": 0,
  "synth_chip_area_mm2": 0.159,
  "floorplan.core_util_pct": 50.3,
  "maxCapViolCount": 1,
  "grt_antenna_before_repair": 24,
  "slew_headroom_pct": -8.98,
  "crit_chain": "buf_16, buf_4, buf_4, buf_4, buf_4, buf_4, buf_4, mux4_2, a221oi_1, a31oi_1, or4_1, nor4_1, buf_4, nand3_1",
  "cellLeakagePower_nw": 56.1,
  "ys_types": 62,
  "ys_top_cells_by_area": "edfxtp_1, mux4_2, mux2i_1",
  "holdPathStages": 5,
  "fmax_mhz": 82.0,
  "synth_area_mm2": 0.159,
  "flop_cell": "edfxtp_1",
  "wl_met2_um": 201000,
  "drtAntennaViolNets": 0,
  "cts_tree": "yes",
  "yosys_warnings": 1,
  "hold_viol_final": 0,
  "num_vias": 79600,
  "violations": "capacitance limit, slew limit",
  "die_y_um": 565,
  "syn-instance-count": 7659,
  "r2r_cells": 7,
  "met1_length_um": 135000,
  "clk_pin_slew_ns": 0.06,
  "slowest_stage": "a221oi_1",
  "drt-total-wl_um": 450000,
  "rsz0062_at_grt": "no",
  "worstMarginPinSlew_ns": 1.62,
  "clockBufferDepth": 4,
  "drtPass1Iterations": 6,
  "fin_util_pct": 56.7,
  "synthArstFlopShare_pct": 0,
  "post-route-min-period_ns": 12.19,
  "place.gp.congestion": 0.946,
  "route.met3.wl_um": 92600,
  "drc": 0,
  "peakVddDrop_v": 0.0000517,
  "ys_seq_share_pct": 77.7,
  "critPathRequiredTime_ns": 30.85
}
-- per-layer routing --
layer	GRT usage, %	vias up
met3	28.7	834
met1	40.3	40345
met5	5.12	-
li1	-	32811
met2	43.2	5536
met4	9.92	74
-- area by class of cell --
class / count / area, µm²
antenna: 11 / 27.5
inverter: 5 / 23.8
multi-input combinational: 3077 / 33300
fill: 22645 / 137000
clock buffer: 509 / 10800
timing repair buffer: 416 / 3310
sequential: 4104 / 123000
clock inverter: 254 / 2680
tap: 4160 / 5200
-- sequential cells by signal (all words and copies together) (netlist names) --
register  count
mem        4096
dout          8
-- layout by cell type (no fill, tap or decap), types with 7 or more instances in the layout --
master | Yosys | routed
clkinv_2 | 0 | 73
o211ai_1 | 7 | 7
edfxtp_1 | 4104 | 4104
nand3_1 | 94 | 86
nor2b_1 | 17 | 11
a221oi_1 | 71 | 71
buf_4 | 94 | 386
nor2_1 | 556 | 552
a32oi_1 | 9 | 9
o21ai_0 | 41 | 40
buf_8 | 0 | 10
a31oi_1 | 59 | 57
nand4_1 | 80 | 80
clkbuf_16 | 0 | 420
and3b_1 | 8 | 7
nand2_1 | 182 | 174
mux4_2 | 816 | 816
and4_1 | 10 | 10
nand3_4 | 0 | 8
clkdlybuf4s50_1 | 0 | 13
diode_2 | 0 | 11
and3_1 | 19 | 18
nand2_4 | 0 | 8
a32o_1 | 7 | 7
or4_1 | 13 | 13
nor3_1 | 50 | 49
mux2i_1 | 471 | 471
a211oi_1 | 15 | 15
a22o_1 | 45 | 45
bufinv_16 | 0 | 40
a21oi_1 | 70 | 70
clkbuf_1 | 176 | 89
a22oi_1 | 189 | 189
o22ai_1 | 120 | 120
clkinvlp_4 | 0 | 13
clkinv_1 | 1 | 99
inv_16 | 0 | 7
clkinv_16 | 0 | 13
nor4_1 | 36 | 36
-- logic make-up after synthesis --
kind of cell / Yosys count / synth area share [%]
DFF: 4104 / 77.7
muxes: 1289 / 14.6
and+or+nand+nor: 1117 / 3.22
AOI/OAI and AO/OA: 671 / 3.00
buffers and inverters: 478 / 1.56
-- where the power goes --
part           leakage [nW]  internal [mW]  total (mW)  switching [mW]
combinational          12.7          0.166       0.526           0.361
clock                  6.56           2.91        5.08            2.17
sequential             36.9           6.28        6.28         0.00658
-- worst max-delay path: cells and delay by family --
family                 cells  cell delay (ns)
buffers and inverters      8             3.94
AOI/OAI and AO/OA          2             1.00
muxes                      1             0.57
and+or+nand+nor            3             1.00
-- stage by stage --
step           hold slack [ns]  setup slack, ns  power (mW)  cells  instance area, µm²
6_report                  1.00            18.01        11.9  12536              179000
5_1_grt                   1.08            17.69        12.2  12529              179000
4_1_cts                   1.00            18.07        11.9  12525              179000
3_5_place_dp             0.981            17.08        6.93  11762              165000
3_3_place_gp             0.974            17.01        6.92  11760              165000
2_1_floorplan            0.770            21.15        6.66   7659              159000
-- worst paths after layout --
| kind | from | endpoint | slack [ns] |
|---|---|---|---|
| max | addr[1] | dout[4] | 18.01 |
| min | mem[114][0] | dout[0] | 1.00 |
| max reg2reg | mem[87][1] | dout[1] | 25.49 |
| min reg2reg | mem[114][0] | dout[0] | 1.00 |
No activity file was given, so power comes from the tool's default toggle rates.
