File: ./design.v
module single_port_ram (
    input [7:0] data,
    input [5:0] addr,
    input rw,
    input clk,
    output [7:0] q
);
    reg [7:0] ram [64:0];  
    reg [5:0] addr_reg;  
    always @(posedge clk) begin 
        if(rw)
            ram[addr] <= data;
        else
            addr_reg <= addr;
    end
    assign q = ram[addr_reg];
endmodule
module dual_port_ram (
    input [7:0] data_a, data_b,
    input [5:0] addr_a, addr_b,
    input rw_a, rw_b,
    input clk,
    output reg [7:0] q_a, q_b
);
    reg [7:0] ram [64:0];  
    always @(posedge clk) begin 
        if(rw_a)
            ram[addr_a] <= data_a;
        else
            q_a <= ram[addr_a];
    end
    always @(posedge clk) begin 
        if(rw_b)
            ram[addr_b] <= data_b;
        else
            q_b <= ram[addr_b];
    end
endmodule
File: ./config.mk
export PLATFORM = sky130hd
export DESIGN_NAME = single_port_ram
export DESIGN_NICKNAME = single_port_ram
export VERILOG_FILES = /design/flow/design.v
export SDC_FILE = /design/flow/constraint.sdc
export NUM_CORES = 4
export LEC_CHECK = 1
export CORE_UTILIZATION = 30
File: ./constraint.sdc
current_design single_port_ram

set clk_period 16.7
set clk_io_pct 0.2

create_clock -name clk0 -period $clk_period [get_ports {clk}]

set non_clock_inputs [all_inputs -no_clocks]
set_input_delay [expr $clk_period * $clk_io_pct] -clock clk0 $non_clock_inputs
set_output_delay [expr $clk_period * $clk_io_pct] -clock clk0 [all_outputs]
File: ./run.sh
#!/bin/bash
# OpenROAD 26Q1-2900-gdf79404cd8, Yosys 0.63+post, stock flow scripts
make -C /OpenROAD-flow-scripts/flow DESIGN_CONFIG=/design/flow/config.mk WORK_HOME=/design/flow/orfs finish
==> job_summary.md <==
### Yosys + OpenROAD results

| Metric | Value |
|---|---|
| Run status | `completed` |
| Proportion of layout cells with a drive suffix above 1 | `24.4%` |
| TritonCTS clock tree | `done` |
| Initial antenna violation count | `11` |
| Pint | `2.25 mW` |
| Synth Instances | `970` |
| IR drop worst, VDD | `0.0000810 V` |
| Post-Synthesis Cell Area | `20300 um2` |
| Post-cts hold-fix buffer tally | `0` |
| Commonest cells post-synth | `edfxtp_1, mux4_2, nor2_1` |
| Max reg flops | `512` |
| Reg-to-Reg Start | `addr_reg[2]$_DFFE_PN_` |
| Critical path type | `reg2out` |
| Max Cap Violations | `0` |
| Total power | `2.84 mW` |
| Dpl cell area | `21700 um2` |
| Crit-path max FO | `36` |
| Die area | `68800 um2` |
| Vias | `9811` |
| Fill count | `6147` |
| Net switching power | `589 uW` |
| GR Overflow Total | `0` |
| Final setup viols | `0` |
| Dominant Register Cell | `edfxtp_1` |
| AND-OR/OR-AND Cells, Area Fraction | `2.87%` |
| Power share of the sequential group | `51.7%` |
| Worst Setup Start Kind | `flip-flop` |
| Setup tns final | `0 ps` |
| Simple share | `3.50%` |
| Die H | `262 um` |
| Dominant comb cell | `multiplexers` |
| Drt drc | `0` |
| Cell Type Count | `39` |
| Post-layout period usage | `46.8%` |
| Clk Latency, worst-skew pair | `560 ps` |
| Ports | `24` |
| Synth-to-Final Area Change | `15.3%` |
| Initial DRT Pass Iterations | `5` |
| FP Rows | `95` |
| XOR/XNOR share of the synthesized area | `0%` |
| Chip Area, Yosys | `20300 um2` |
| Layout Cells excl Fill | `1955` |
| FFs w/ async S/R, synth | `0%` |
| Finished Cell Area | `23400 um2` |
| Clk sinks | `524` |
| Post-route ant nets | `0` |
| TritonCTS buffer count | `51` |
| GP Congestion | `0.838` |
| Adder Share, Synth | `0%` |
| Yosys cell count | `970` |
| Count leader, synth | `edfxtp_1` |
| Mux area share | `15.1%` |
| Hpwl dp | `27.1 mm` |
| Slew @ Worst Pin | `1100 ps` |
| Post-synth top area cell | `edfxtp_1` |
| Init Core Util | `30.3%` |
| Critical Path RT | `13360 ps` |
| Clock buffer depth | `3` |
| Largest cells by area after synthesis | `edfxtp_1, mux4_2, nor2_1, mux2i_1, o22ai_1` |
| Sequential area share after synthesis | `77.2%` |
| Worst Hold Class | `reg2reg` |
| Final min period | `7810 ps` |
| Resized cells post-CTS | `0` |
| Switching part of the total | `20.7%` |
| Combinational Power Share | `6.9%` |
| P per Cell Area | `121 nW/um2` |
| Number of enable flip-flop cells | `518` |
| Synthesized area per cell | `20.9 um2` |
| Layout Utilization | `34.9%` |
| Dominant cell area share | `76.6%` |
| Mean number of vias per cell | `5.02` |
| Number of logged tool warnings | `25` |
| Post-Route Skew | `13.7 ps` |
| Hold Startpoint | `addr_reg[4]$_DFFE_PN_` |
| Final Max Tran Viols | `0` |
| Width of the die | `262 um` |
| Hold Violations, Final | `0` |
| Pleak | `7.16 nW` |
| Synth warn | `1` |
| Unrepaired setup endpoints after global routing | `false` |
| Final WL | `45.6 mm` |
| Flops & latches, synth | `524` |
| Wire per inst | `23.3 um` |
| Largest net degree at the start of global routing | `65` |
| Vias in the first global route | `10674` |
| CP arrival | `4470 ps` |
| Post-CTS Setup Inserts | `0` |
| IO buf count | `23` |
| Placed cells | `1858` |
| Initial DRC count | `772` |
| Endpoint class of the critical path | `output pin` |
| Global-route wire length before repair | `68.6 mm` |
| Core area | `67000 um2` |
| Worst slew margin | `26.3%` |
| H-tree depth | `2` |
| All-Layer GR Usage | `14.5%` |
| Clock power frac | `41.5%` |
| Clock root buffer | `clkbuf_16` |
| Reg clk slew, reported paths | `60 ps` |
| Max frequency | `128 MHz` |
-- cell families after synthesis --
family,Yosys count
compound gates,83
buf+inv,57
flops,524
mux,149
simple gates,157
-- routing by layer --
metal,share of wire [%],vias to the layer above,track usage (%)
li1,-,4197,-
met1,36,4971,17.4
met2,47,533,21.7
met3,15,92,10.2
met4,2.4,18,3.08
met5,0.22,-,0
-- critical path, cell delays in order (launching register included) --
cell,delay (ps)
dfxtp_4,700
buf_4,690
buf_4,670
mux4_2,590
nor2b_1,160
a2111oi_2,370
nor3_1,70
a32o_1,250
clkdlybuf4s50_1,390
-- area by class of cell --
type                       count  area [um2]  area share (%)
inverter                       4        15.0          0.0641
antenna                        2        5.00          0.0214
timing repair buffer          68         528            2.25
sequential                   524       15700            67.0
clock inverter                28         329            1.41
tap                          873        1090            4.66
clock buffer                  67        1410            6.02
multi-input combinational    389        4360            18.6
-- path summary, 6_finish.rpt --
kind / to / slack (ps) / cells after the start
setup / recovery: q[1] / 8890 / 8
hold / removal: flip-flop / 460 / 1
setup reg to reg: flip-flop / 15970 / 1
hold reg to reg: flip-flop / 460 / 1
-- power by group through the flow --
stage	Sequential [mW]	Combinational, mW	Clock (mW)
4_1_cts	1.47	0.198	1.20
5_1_grt	1.47	0.212	1.25
6_report	1.47	0.195	1.18
-- metrics by stage --
stage          hold slack [ps]  setup WS [ps]
2_1_floorplan              448          11550
3_3_place_gp               455           9260
3_5_place_dp               456           9340
4_1_cts                    471           8720
5_1_grt                    489           8490
6_report                   461           8890
-- cells in the final DEF (no fill, tap or decap), drive strengths merged, types with 2 or more instances in the layout --
master | Yosys | routed
o22ai | 20 | 20
buf | 29 | 53
a21oi | 3 | 3
dfxtp | 6 | 6
nor2b | 13 | 13
nand2 | 29 | 29
or3 | 2 | 2
nor2 | 67 | 67
a22o | 3 | 3
o21ai | 12 | 12
o211ai | 3 | 3
a31oi | 13 | 13
mux2 | 7 | 7
a22oi | 5 | 5
inv | 4 | 4
a211oi | 3 | 3
a221oi | 4 | 4
clkbuf | 24 | 67
edfxtp | 518 | 518
a32o | 3 | 3
nand3 | 20 | 20
mux2i | 17 | 17
clkinv | 0 | 19
nand2b | 4 | 4
nand3b | 6 | 6
nor3 | 13 | 13
a2111oi | 4 | 4
bufinv | 0 | 8
diode | 0 | 2
mux4 | 125 | 125
clkdlybuf4s50 | 0 | 15
o221ai | 7 | 7
No activity file was given, so power comes from the tool's default toggle rates.
